<file path="design/flow/config.mk">
export PLATFORM = sky130hd
export DESIGN_NAME = top_inf_rec
export DESIGN_NICKNAME = top_inf_rec
export VERILOG_FILES = /design/flow/design.v
export SDC_FILE = /design/flow/constraint.sdc
export NUM_CORES = 4
export LEC_CHECK = 1
export CORE_UTILIZATION = 40
</file>
<file path="design/flow/constraint.sdc">
current_design top_inf_rec

set clk_period 9.2
set clk_io_pct 0.2

create_clock -name clk0 -period $clk_period [get_ports {sys_clk}]

set non_clock_inputs [all_inputs -no_clocks]
set_input_delay [expr $clk_period * $clk_io_pct] -clock clk0 $non_clock_inputs
set_output_delay [expr $clk_period * $clk_io_pct] -clock clk0 [all_outputs]
</file>
<file path="design/flow/design.v">
module HEX8(clk, rst_n, en, disp_data, sel, seg);
	input clk, rst_n, en;
	input [23:0] disp_data;
	output [5:0] sel;  
	output reg [6:0] seg;  
	reg [14:0] divider_cnt;
	reg clk_1k;
	reg [5:0] sel_r;
	reg [3:0] data_temp; 
	always@(posedge clk, negedge rst_n) begin
		if(!rst_n)
			divider_cnt <= 15'b0;
		else if(!en)
			divider_cnt <= 15'b0;
		else begin
			if(divider_cnt == 15'd24999)
				divider_cnt <= 15'b0;
			else
				divider_cnt <= divider_cnt + 1'b1;
		end
	end
	always@(posedge clk, negedge rst_n) begin
		if(!rst_n)
			clk_1k <= 1'b0;
		else if(divider_cnt == 15'd24999)
			clk_1k <= ~clk_1k;
	end
	always@(posedge clk_1k or negedge rst_n) begin
		if(!rst_n)
			sel_r <= 6'b11_1110;
		else if(sel_r == 6'b01_1111)
			sel_r <= 6'b11_1110;
		else
			sel_r <= {sel_r[4:0], sel_r[5]};
	end
	always@(*) begin
		case(sel_r)
			6'b11_1110:	data_temp = disp_data[3:0];
			6'b11_1101:	data_temp = disp_data[7:4];
			6'b11_1011:	data_temp = disp_data[11:8];
			6'b11_0111:	data_temp = disp_data[15:12];
			6'b10_1111:	data_temp = disp_data[19:16];
			6'b01_1111:	data_temp = disp_data[23:20];	
			default: data_temp = 4'b0000;
		endcase
	end
	always@(*) begin
		case(data_temp)
			4'h0:	seg = 7'b100_0000;
			4'h1:	seg = 7'b111_1001;
			4'h2:	seg = 7'b010_0100;
			4'h3:	seg = 7'b011_0000;
			4'h4:	seg = 7'b001_1001;
			4'h5:	seg = 7'b001_0010;
			4'h6:	seg = 7'b000_0010;
			4'h7:	seg = 7'b111_1000;
			4'h8:	seg = 7'b000_0000;
			4'h9:	seg = 7'b001_0000;
			4'hA:	seg = 7'b000_1000;
			4'hB:	seg = 7'b000_0011;
			4'hC:	seg = 7'b100_0110;
			4'hD:	seg = 7'b010_0001;
			4'hE:	seg = 7'b000_0110;
			4'hF:	seg = 7'b000_1110;
		endcase
	end
	assign sel = (en) ? sel_r : 6'b00_0000;
endmodule 
module inf_rec(
	input			wire			sys_clk			,
	input			wire			sys_rst_n		,
	input			wire			inf_in			,
	output			reg		[23:0]	data			,
	output			reg				repeat_en		 
);
parameter			IDLE	 		= 5'b0_0001	,
					TIME_9MS 		= 5'b0_0010	,
					ARBIT	 		= 5'b0_0100	,
					DATA	 		= 5'b0_1000	,
					REPEAT	 		= 5'b1_0000	;
parameter			CNT_560US_MIN	= 19'd20_000	,
					CNT_560US_MAX	= 19'd35_000	,
					CNT_1_69MS_MIN	= 19'd80_000	,
					CNT_1_69MS_MAX	= 19'd90_000	,
					CNT_2_25MS_MIN	= 19'd100_000	,
					CNT_2_25MS_MAX	= 19'd125_000	,
					CNT_4_5MS_MIN	= 19'd175_000	,
					CNT_4_5MS_MAX	= 19'd275_000	,
					CNT_9MS_MIN		= 19'd400_000	,
					CNT_9MS_MAX		= 19'd490_000	;
wire					inf_in_rise	;
wire					inf_in_fall	;
reg						inf_in_dly1	;
reg						inf_in_dly2	;
reg			[4:0]		state		;
reg			[18:0]		cnt			;
reg						flag_9ms	;
reg						flag_4_5ms	;
reg			[5:0]		cnt_data	;
reg						flag_560us	;
reg						flag_1_69ms	;
reg			[31:0]		data_reg	;
reg						flag_2_25ms	;
always@(posedge sys_clk or negedge sys_rst_n)
    if(sys_rst_n == 1'b0)
        state   <=  IDLE;
    else    case(state)
        IDLE:   if(inf_in_fall == 1'b1)
                    state   <=  TIME_9MS;
                else
                    state   <=  IDLE;
        TIME_9MS:if((inf_in_rise == 1'b1) && (flag_9ms == 1'b1))
                    state   <=  ARBIT;
                 else   if((inf_in_rise == 1'b1) && (flag_9ms == 1'b0))
                    state   <=  IDLE;
                 else
                    state   <=  TIME_9MS;
        ARBIT:  if((inf_in_fall == 1'b1) && (flag_2_25ms == 1'b1))
                    state   <=  REPEAT;
                else    if((inf_in_fall == 1'b1) && (flag_4_5ms == 1'b1))
                    state   <=  DATA;
                else    if((inf_in_fall == 1'b1) && (flag_4_5ms == 1'b0) && (flag_2_25ms == 1'b0))
                    state   <=  IDLE;
                else
                    state   <=  ARBIT;
        DATA:   if((inf_in_rise == 1'b1) && (flag_560us == 1'b0))
                    state   <=  IDLE;
                else    if((inf_in_fall == 1'b1) && (flag_560us == 1'b0) && (flag_1_69ms == 1'b0))
                    state   <=  IDLE;
                else    if((inf_in_rise == 1'b1) && (cnt_data == 6'd32))
                    state   <=  IDLE;
				else
					state	<= 	DATA;
        REPEAT: if(inf_in_rise == 1'b1)
                    state   <=  IDLE;
                else
                    state   <=  REPEAT;
        default:state   <=  IDLE;
    endcase
always  @(posedge sys_clk or negedge sys_rst_n)begin
	if(sys_rst_n==1'b0)begin
		inf_in_dly1	<= 1'b0;
		inf_in_dly2	<= 1'b0;
	end
	else begin
		inf_in_dly1	<= inf_in;
		inf_in_dly2	<= inf_in_dly1;
	end
end
assign	inf_in_fall = (inf_in_dly1 == 1'b0) && (inf_in_dly2 == 1'b1);
assign 	inf_in_rise = (inf_in_dly1 == 1'b1) && (inf_in_dly2 == 1'b0);
always  @(posedge sys_clk or negedge sys_rst_n)begin
	if(sys_rst_n==1'b0)begin
		cnt	<= 19'd0;
	end
	else begin
		case(state)
			IDLE	:
				cnt	<= 19'd0;
			TIME_9MS:
				if((inf_in_rise == 1'b1) && (flag_9ms == 1'b1))
					cnt	<= 19'd0;
				else
					cnt	<= cnt + 1'b1;
			ARBIT	:
				if((inf_in_fall == 1'b1) && ((flag_4_5ms == 1'b1) || (flag_2_25ms == 1'b1)))
					cnt	<= 19'd0;
				else
					cnt	<= cnt + 1'b1;
			DATA	:
				if((inf_in_rise == 1'b1) && (flag_560us == 1'b1))
					cnt	<= 19'd0;
				else if((inf_in_fall == 1'b1) && ((flag_1_69ms == 1'b1) || (flag_560us == 1'b1)))
					cnt	<= 19'd0;
				else
					cnt	<= cnt + 1'b1;
			default	:
				cnt	<= 19'd0;
		endcase
	end
end
always  @(posedge sys_clk or negedge sys_rst_n)begin
	if(sys_rst_n==1'b0)begin
		flag_9ms <= 1'b0;
	end
	else if((state == TIME_9MS) && ( cnt >= CNT_9MS_MIN) && (cnt <= CNT_9MS_MAX))
		flag_9ms <= 1'b1;
	else begin
		flag_9ms <= 1'b0;
	end
end
always  @(posedge sys_clk or negedge sys_rst_n)begin
	if(sys_rst_n==1'b0)begin
		flag_4_5ms	<= 1'b0;
	end
	else if((state == ARBIT) && (cnt >= CNT_4_5MS_MIN) && (cnt <= CNT_4_5MS_MAX)) begin
		flag_4_5ms	<= 1'b1;
	end
	else begin
		flag_4_5ms	<= 1'b0;
	end
end
always  @(posedge sys_clk or negedge sys_rst_n)begin
	if(sys_rst_n==1'b0)begin
		flag_560us	<= 1'b0;
	end
	else if((state == DATA) && (cnt >= CNT_560US_MIN) && (cnt <= CNT_560US_MAX)) begin
		flag_560us	<= 1'b1;
	end
	else begin
		flag_560us	<= 1'b0;
	end
end
always  @(posedge sys_clk or negedge sys_rst_n)begin
	if(sys_rst_n==1'b0)begin
		flag_1_69ms	<= 1'b0;
	end
	else if((state == DATA) && (cnt >= CNT_1_69MS_MIN) && (cnt <= CNT_1_69MS_MAX)) begin
		flag_1_69ms	<= 1'b1;
	end
	else begin
		flag_1_69ms	<= 1'b0;
	end
end
always  @(posedge sys_clk or negedge sys_rst_n)begin
	if(sys_rst_n==1'b0)begin
		flag_2_25ms	<= 1'b0;
	end
	else if((state == ARBIT) && (cnt >= CNT_2_25MS_MIN) && (cnt <= CNT_2_25MS_MAX)) begin
		flag_2_25ms	<= 1'b1;
	end
	else begin
		flag_2_25ms	<= 1'b0;
	end
end
always  @(posedge sys_clk or negedge sys_rst_n)begin
	if(sys_rst_n==1'b0)begin
		cnt_data	<= 6'd0;
	end
	else if((inf_in_rise == 1'b1) && (cnt_data == 6'd32)) begin
		cnt_data	<= 6'd0;
	end
	else if((inf_in_fall == 1'b1) && (state == DATA)) begin
		cnt_data	<= cnt_data + 1'b1;
	end
	else begin
		cnt_data	<= cnt_data;
	end
end
always  @(posedge sys_clk or negedge sys_rst_n)begin
	if(sys_rst_n==1'b0)begin
		data_reg	<= 32'd0;
	end
	else if((state == DATA) && (inf_in_fall == 1'b1) && (flag_560us == 1'b1)) begin
		data_reg[cnt_data]	<= 1'b0;
	end
	else if((state == DATA) && (inf_in_fall == 1'b1) && (flag_1_69ms == 1'b1)) begin
		data_reg[cnt_data]	<= 1'b1;
	end
	else begin
		data_reg	<= data_reg;
	end
end
always  @(posedge sys_clk or negedge sys_rst_n)begin
	if(sys_rst_n==1'b0)begin
		data	<= 24'd0;
	end
	else if((cnt_data == 6'd32) && (~data_reg[23:16] == data_reg[31:24]) && (~data_reg[15:8] == data_reg[7:0])) begin
		data	<= {16'b0, data_reg[23:16]};
	end
	else begin
		data	<= data;
	end
end
always  @(posedge sys_clk or negedge sys_rst_n)begin
	if(sys_rst_n==1'b0)begin
		repeat_en	<= 1'b0;
	end
	else if((state == REPEAT) && (~data_reg[23:16] == data_reg[31:24])) begin
		repeat_en 	<= 1'b1;
	end
	else begin
		repeat_en	<= 1'b0;
	end
end
endmodule
module led_ctrl(
	input			wire			sys_clk		,
	input			wire			sys_rst_n	,
	input			wire			repeat_en	,
	output			reg				led			 
);
parameter	CNT_MAX = 23'd2500_000		;
wire			 repeat_en_rise			;
reg				repeat_en_d1			;
reg				repeat_en_d2			;
reg  [22:0]		cnt						;
always  @(posedge sys_clk or negedge sys_rst_n)begin
	if(sys_rst_n==1'b0)begin
		repeat_en_d1	<= 1'b0;
		repeat_en_d2	<= 1'b0;
	end
	else begin
		repeat_en_d1	<= repeat_en	;
		repeat_en_d2	<= repeat_en_d1	;
	end
end
assign repeat_en_rise = (repeat_en_d2 == 1'b0) && (repeat_en_d1 == 1'b1);
always  @(posedge sys_clk or negedge sys_rst_n)begin
	if(sys_rst_n==1'b0)begin
		cnt	<= 23'd0;
	end
	else if(repeat_en_rise == 1'b1) begin
		cnt	<= CNT_MAX;
	end
	else if(cnt > 1'b0) begin
		cnt	<= cnt - 1'b1;
	end
	else begin
		cnt	<= 23'd0;
	end
end
always  @(posedge sys_clk or negedge sys_rst_n)begin
	if(sys_rst_n==1'b0)begin
		led	<= 1'b1;
	end
	else if(cnt > 0)begin
		led	<= 1'b0;
	end
	else begin
		led	<= 1'b1;
	end
end
endmodule
module top_inf_rec(
	input			wire			sys_clk			,
	input			wire			sys_rst_n		,
	input			wire			inf_in			,
	output			wire			led				,
	output			wire	[06:0]	seg				,
	output			wire	[05:0]	sel				 
);
wire			[23:0]		data		;
wire						repeat_en	;
led_ctrl led_ctrl_inst(
	.sys_clk		(sys_clk	),
	.sys_rst_n		(sys_rst_n	),
	.repeat_en		(repeat_en	),
	.led			(led		)	 
);
HEX8 HEX8_inst
(
	.clk			(sys_clk	), 
	.rst_n			(sys_rst_n	), 
	.en				(1'b1		), 
	.disp_data		(data		), 
	.sel			(sel		), 
	.seg			(seg		) 
);
inf_rec inf_rec_inst(
	.sys_clk			(sys_clk	),
	.sys_rst_n			(sys_rst_n	),
	.inf_in				(inf_in		),
	.data				(data		),
	.repeat_en			(repeat_en	) 
);
endmodule
</file>
<file path="design/flow/run.sh">
#!/bin/bash
# OpenROAD 26Q1-2900-gdf79404cd8, Yosys 0.63+post, stock flow scripts
make -C /OpenROAD-flow-scripts/flow DESIGN_CONFIG=/design/flow/config.mk WORK_HOME=/design/flow/orfs finish
</file>
==> results.sh <==
# yosys + openroad results
export IMPL_clkLatencyLatePin_ps=410
export IMPL_die_x_um=132
export IMPL_fmax_ghz=0.225
export IMPL_cts_made_buffers=17
export IMPL_cts_resized=0
export IMPL_crit_path_max_fanout=7
export IMPL_edf_count=0
export IMPL_track_usage=0.164
export IMPL_critPathKind="reg -> out"
export IMPL_gp_congestion=0.851
export IMPL_yosysChipArea_mm2=0.00672
export IMPL_synth_async_reset_ratio=1.00
export IMPL_rsz0062_at_grt="false"
export IMPL_dp_cells=871
export IMPL_cap_violations=0
export IMPL_wl_per_cell_um=14.5
export IMPL_total_power_mw=1.23
export IMPL_peakVddDrop_mv=0.123
export IMPL_status="finished, final reports clean"
export IMPL_required_ps=7360
export IMPL_ys_cells=674
export IMPL_cts_path_max_buffers=2
export IMPL_antenna_found_initial=0
export IMPL_place_area_mm2=0.00699
export IMPL_cts_hold_buffers=0
export IMPL_drtIter0Drc=360
export IMPL_syn_area_mm2=0.00672
export IMPL_hold_viol=0
export IMPL_rrSetupSlack_ps=6100
export IMPL_finalClockSkew_ps=10.1
export IMPL_h_tree_depth=4
export IMPL_cts_tree="yes"
export IMPL_stdcell_area_mm2=0.00761
export IMPL_crit_arrival_ps=2600
export IMPL_wirelength_mm=13.1
export IMPL_portBuffers=16
export IMPL_fin_cells=903
export IMPL_syn_to_final_growth_pct=13.2
export IMPL_mostFrequentLayoutCells="dfrtp_1 (119), nor2_1 (74), nand3_1 (43)"
export IMPL_ant_nets=0
export IMPL_reg2reg_depth=7
export IMPL_worstReg2RegStart="inf_rec_inst.cnt_data[0]"
export IMPL_startpoint_type="flip-flop"
export IMPL_lay_top_count="dfrtp_1"
export IMPL_crit_slowest_cell="a22oi_1"
export IMPL_vias_per_cell=5.37
export IMPL_num_antenna_cells=0
export IMPL_period_minus_slack_ps=4440
export IMPL_setup_viol=0
export IMPL_ys_sh_simple=0.207
export IMPL_core_area_mm2=0.0165
export IMPL_drc=0
export IMPL_grt_max_degree=49
export IMPL_grt_pass1_vias=4733
export IMPL_ys_warn_count=3
export IMPL_yosysSeqAreaShare=0.470
export IMPL_die_h_um=132
export IMPL_crit_buf_inv=2
export IMPL_mux_share=0.0677
export IMPL_cts_setup_buffers=0
export IMPL_crit_cells=6
export IMPL_grt_overflow=0
export IMPL_untimed_endpoints=12
export IMPL_drive_gt1_frac=0.133
export IMPL_unclocked_pins=6
export IMPL_critPathCaptureType="primary output"
export IMPL_p_per_area_mw_per_mm2=162
export IMPL_grt_pass1_wl_mm=22.9
export IMPL_min_path_type="reg -> reg"
export IMPL_drt_first_pass_iters=6
export IMPL_crit_family="AND-OR/OR-AND gates"
export IMPL_warnings=36
export IMPL_finalClockPeriodUsage=0.483
export IMPL_placementRows=47
export IMPL_cp_startpoint="inf_rec_inst.data[4]"
export IMPL_cts_root_buf="clkbuf_16"
export IMPL_netlist_instances=674
export IMPL_syn_avg_cell_area_um2=9.98
export IMPL_synthAoiAreaFrac=0.0934
export IMPL_p_leak_nw=3.48
export IMPL_ys_seq_elements=126
export IMPL_r2r_end="inf_rec_inst.data[1]"
export IMPL_dp_hpwl_mm=8.93
export IMPL_synthFlopType="dfrtp_1"
export IMPL_drv_slew=0
export IMPL_io_pins=17
export IMPL_ys_sh_adder=0.0298
export IMPL_xor_share=0.0912
export IMPL_logic_family="simple AND/OR/NAND/NOR gates"
export IMPL_slew_headroom=0.368
export IMPL_ys_types=71
export IMPL_clk_pin_slew_worst_paths_ps=50
export IMPL_cp_cell_sequence="a22oi_1 -> inv_1 -> ha_1 -> mux2_2 -> a21o_1 -> clkdlybuf4s50_1"
export IMPL_utilization=0.461
export IMPL_nFillCells=1504
export IMPL_num_vias=4848
export IMPL_finalSetupTns_ps=0
export IMPL_crit_end="seg[4]"
export IMPL_worstMarginPinSlew_ps=948
export IMPL_dieArea_mm2=0.0173
export IMPL_slowest_delay_ps=490
export IMPL_fp_util=0.407
==> cell type report <==
cell class | instances | area, µm² | area share
Clock buffer | 19 | 443 | 0.0582
Clock inverter | 13 | 178 | 0.0233
Inverter | 22 | 82.6 | 0.0108
Multi-Input combinational cell | 483 | 3290 | 0.432
Sequential cell | 126 | 3160 | 0.415
Tap cell | 220 | 275 | 0.0362
Timing Repair Buffer | 20 | 188 | 0.0247
==> how the worst min path moves through the flow <==
stage	from	cells after the start	to	slack, ps
global route	inf_rec_inst.repeat_en	0	led_ctrl_inst.repeat_en_d1	370
CTS	inf_rec_inst.repeat_en	0	led_ctrl_inst.repeat_en_d1	350
finish	inf_rec_inst.repeat_en	0	led_ctrl_inst.repeat_en_d1	350
==> cell usage after synthesis, types with 2 or more instances <==
| master | count | area share |
|---|---|---|
| inv_1 | 22 | 0.012 |
| mux2_2 | 34 | 0.057 |
| buf_2 | 6 | 0.0045 |
| a22oi_1 | 3 | 0.0033 |
| a41oi_1 | 8 | 0.010 |
| nor3b_1 | 5 | 0.0056 |
| a21oi_1 | 21 | 0.016 |
| a211o_1 | 2 | 0.0026 |
| dfstp_2 | 7 | 0.027 |
| mux2i_1 | 5 | 0.0074 |
| nor2b_1 | 12 | 0.011 |
| and3_1 | 9 | 0.0084 |
| nor4b_1 | 2 | 0.0026 |
| o22ai_1 | 3 | 0.0028 |
| o21ai_0 | 23 | 0.017 |
| a32oi_1 | 2 | 0.0026 |
| ha_1 | 16 | 0.030 |
| nor3_1 | 23 | 0.017 |
| clkbuf_1 | 32 | 0.018 |
| xnor2_1 | 35 | 0.046 |
| clkbuf_2 | 2 | 0.0015 |
| xor2_1 | 35 | 0.046 |
| dfrtp_1 | 119 | 0.44 |
| nor4_1 | 12 | 0.011 |
| a22o_1 | 2 | 0.0026 |
| nand4b_1 | 2 | 0.0026 |
| a21o_1 | 3 | 0.0033 |
| and2_1 | 2 | 0.0019 |
| nand3_1 | 43 | 0.032 |
| nand2_1 | 31 | 0.017 |
| nand4_1 | 16 | 0.015 |
| nand2b_1 | 4 | 0.0037 |
| o31ai_1 | 3 | 0.0033 |
| or3_1 | 6 | 0.0056 |
| and4_1 | 2 | 0.0026 |
| a31oi_1 | 4 | 0.0037 |
| or2_2 | 4 | 0.0037 |
| nor2_1 | 74 | 0.041 |
| nand3b_1 | 4 | 0.0045 |
| o21a_1 | 2 | 0.0022 |
| or4_1 | 4 | 0.0045 |
==> worst reg2reg max path, stage by stage, from the launching register on <==
cell and delay (ps):
dfrtp_1 470, inv_1 140, ha_1 250, nor2b_1 640, nand3_1 270, nor4_1 390, nand4_1 410, mux2_2 410
==> logic make-up (layout without fill, tap and decap cells) <==
family,count (synthesis),count (layout)
simple gates,264,264
flops,126,126
compound gates,93,93
xor+xnor,70,70
buf+inv,65,74
mux,40,40
fa+ha+maj,16,16
==> where the power goes <==
part | internal (mW) | switching [mW]
clock | 0.458 | 0.230
sequential | 0.529 | 0.00125
combinational | 0.00190 | 0.0110
total | 0.989 | 0.242
==> metal layers <==
metal,GRT usage,part of all wire,routed length (µm),vias to the layer above
met3,0.0410,0.040,523,5
met2,0.238,0.45,5850,73
li1,-,-,-,2383
met4,0.0149,0.0067,88,0
met5,0,0,0,-
met1,0.266,0.51,6630,2387
==> metrics by stage <==
step                worst slack (ps)  hold WS [ps]
global placement                5250           335
global route                    4590           372
detailed placement              5170           337
floorplan                       5820           331
CTS                             4720           350
finish                          4760           348
Power figures rest on the tool's default switching activity, not on a simulated workload.
