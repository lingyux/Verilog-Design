===== ./constraint.sdc =====
current_design encode

set clk_period 6.2
set clk_io_pct 0.2

create_clock -name clk0 -period $clk_period [get_ports {vga_clk}]

set non_clock_inputs [all_inputs -no_clocks]
set_input_delay [expr $clk_period * $clk_io_pct] -clock clk0 $non_clock_inputs
set_output_delay [expr $clk_period * $clk_io_pct] -clock clk0 [all_outputs]

===== ./run.sh =====
#!/bin/bash
# OpenROAD 26Q1-2900-gdf79404cd8, Yosys 0.63+post, stock flow scripts
make -C /OpenROAD-flow-scripts/flow DESIGN_CONFIG=/design/flow/config.mk WORK_HOME=/design/flow/orfs finish

===== ./config.mk =====
export PLATFORM = sky130hd
export DESIGN_NAME = encode
export DESIGN_NICKNAME = encode
export VERILOG_FILES = /design/flow/design.v
export SDC_FILE = /design/flow/constraint.sdc
export NUM_CORES = 4
export LEC_CHECK = 1
export CORE_UTILIZATION = 30

===== ./design.v =====
module encode(
	input		wire		vga_clk		,
	input		wire		sys_rst_n	,
	input		wire [7:0]	data_in		,
	input		wire		hsync		,
	input		wire		vsync		,
	input		wire		de			,
	output		reg	 [9:0]	data_out	 
);
wire			ctrl_1		;
wire			ctrl_2		;
wire			ctrl_3		;
wire	[8:0]	q_m			;
reg		[3:0]	data_in_n1	;
reg		[7:0]	data_in_reg	;
reg		[4:0]	cnt			;
reg		[3:0]	q_m_n1		;
reg		[3:0]	q_m_n0		;
reg		[8:0]	q_m_reg		;
reg				de_reg1		;
reg				de_reg2		;
reg				c0_reg1		;
reg				c0_reg2		;
reg				c1_reg1		;
reg				c1_reg2		;
always@(posedge vga_clk or negedge sys_rst_n)begin
	if(sys_rst_n == 1'b0)begin
		data_in_n1	<= 4'd0;
	end
	else begin
		data_in_n1	<= data_in[0] + data_in[1] + data_in[2] + data_in[3] + data_in[4] + data_in[5] + data_in[6] + data_in[7]; 
	end
end
always  @(posedge vga_clk or negedge sys_rst_n)begin
	if(sys_rst_n==1'b0)begin
		data_in_reg	<= 8'd0;
	end
	else begin
		data_in_reg	<= data_in;
	end
end
assign ctrl_1 = ((data_in_n1 > 4'd4) || ((data_in_n1 == 4'd4) && (data_in_reg[0] == 1'b0))) ? 1'b1 : 1'b0;
assign q_m[0] = data_in_reg[0];
assign q_m[1] = (ctrl_1 == 1'b1) ? (q_m[0] ^~ data_in_reg[1]) : (q_m[0] ^ data_in_reg[1]);
assign q_m[2] = (ctrl_1 == 1'b1) ? (q_m[1] ^~ data_in_reg[2]) : (q_m[1] ^ data_in_reg[2]);
assign q_m[3] = (ctrl_1 == 1'b1) ? (q_m[2] ^~ data_in_reg[3]) : (q_m[2] ^ data_in_reg[3]);
assign q_m[4] = (ctrl_1 == 1'b1) ? (q_m[3] ^~ data_in_reg[4]) : (q_m[3] ^ data_in_reg[4]);
assign q_m[5] = (ctrl_1 == 1'b1) ? (q_m[4] ^~ data_in_reg[5]) : (q_m[4] ^ data_in_reg[5]);
assign q_m[6] = (ctrl_1 == 1'b1) ? (q_m[5] ^~ data_in_reg[6]) : (q_m[5] ^ data_in_reg[6]);
assign q_m[7] = (ctrl_1 == 1'b1) ? (q_m[6] ^~ data_in_reg[7]) : (q_m[6] ^ data_in_reg[7]);
assign q_m[8] = (ctrl_1 == 1'b1) ? 1'b0 : 1'b1;
always  @(posedge vga_clk or negedge sys_rst_n)begin
	if(sys_rst_n==1'b0)begin
		q_m_n1	<= 1'b0;
		q_m_n0	<= 1'b0;
	end
	else begin
		q_m_n1	<= q_m[0] + q_m[1] + q_m[2] + q_m[3] + q_m[4] + q_m[5] + q_m[6] + q_m[7];
		q_m_n0	<= 4'd8 - (q_m[0] + q_m[1] + q_m[2] + q_m[3] + q_m[4] + q_m[5] + q_m[6] + q_m[7]);
	end
end
assign ctrl_2 = ((cnt == 5'd0) || (q_m_n1 == q_m_n0)) ? 1'b1 : 1'b0;
assign ctrl_3 = (((cnt[4] == 1'b0) && (q_m_n1 > q_m_n0)) || ((cnt[4] == 1'b1) && (q_m_n0 > q_m_n1)));
always  @(posedge vga_clk or negedge sys_rst_n)begin
	if(sys_rst_n==1'b0)begin
		q_m_reg	<= 9'b0;
		de_reg1	<= 1'b0;
		de_reg2	<= 1'b0;
		c0_reg1	<= 1'b0;
		c0_reg2	<= 1'b0;
		c1_reg1	<= 1'b0;
		c1_reg2	<= 1'b0;
	end
	else begin
		q_m_reg	<= q_m		;
    	de_reg1	<= de		;
    	de_reg2	<= de_reg1	;
    	c0_reg1	<= hsync	;
    	c0_reg2	<= c0_reg1	;
    	c1_reg1	<= vsync	;
    	c1_reg2	<= c1_reg1	;
	end
end
always  @(posedge vga_clk or negedge sys_rst_n)begin
	if(sys_rst_n==1'b0)begin
		data_out	<= 10'b0;
		cnt			<= 5'd0	;
	end
	else begin
		if(de_reg2 == 1'b1) begin
			if(ctrl_2 == 1'b1) begin
				data_out[9]		<= ~q_m_reg[8]	;
				data_out[8]		<= q_m_reg[8]	;
				data_out[7:0]	<= (q_m_reg[8]) ? q_m_reg[7:0] : ~q_m_reg[7:0];
				cnt				<= (q_m_reg[8] == 1'b0) ? (cnt + q_m_n0 - q_m_n1) : (cnt + q_m_n1 - q_m_n0);
			end
			else begin
				if(ctrl_3 == 1'b1) begin
					data_out[9]	<= 1'b1;
					data_out[8]	<= q_m_reg[8];
					data_out[7:0] <= ~q_m_reg[7:0];
					cnt	<= cnt + {q_m_reg[8], 1'b0} + (q_m_n0 - q_m_n1);
				end
				else begin
					data_out[9]	<= 1'b0;
					data_out[8] <= q_m_reg[8];
					data_out[7:0] <= q_m_reg[7:0];
					cnt <= cnt - {~q_m_reg[8], 1'b0} + (q_m_n1 - q_m_n0);
				end
			end
		end
		else begin
			case({c1_reg2, c0_reg2})
				2'b00: data_out	<= 10'b0010_1010_11;
				2'b01: data_out	<= 10'b1101_0101_00;
				2'b10: data_out	<= 10'b0010_1010_10;
				default: data_out	<= 10'b1101_0101_01;
			endcase
			cnt	<= 5'b0;
		end
	end
end
endmodule

==> impl_metrics.ini <==
; generated from flow reports
[sta]
setup_viol = 0
finalClockSkew_ns = 0.0143
timing.final.crit_period_ns = 3.96
fin_ws_ns = 2.24
finalMaxSlewViolations = 0
fin_crit_sh_pct = 63.8
grt_setup_unrepaired = false
holdWs_ns = 0.352
slew_headroom_pct = 54.8
max_freq_mhz = 253
worstMarginPinSlew_ns = 0.677
finalHoldViolCount = 0
tns_ns = 0

[critical_path]
r2r_end = q_m_n0[3]
crit_path_max_fanout = 6
reg2reg_depth = 13
cp_slowest_cell = fa_1
r2r_slack_ns = 2.24
worstSetupEndpointType = flop
slowest_delay_ns = 0.49
path_class = reg -> reg
arrival_ns = 4.15
r2r-start = data_in_reg[0]
required_ns = 6.39
cp_cell_sequence = xnor2_1 -> xnor2_1 -> xor2_1 -> xor2_1 -> ha_1 -> fa_1 -> fa_1 -> ha_1 -> inv_1 -> fa_1 -> xnor2_1 -> nor3_1 -> xor2_1
cp-start-kind = flop

[detailed_routing]
routed_wl_mm = 5.05
drc = 0
num_vias = 1838
diodes = 0
wire_per_inst_um = 11.7
postRouteAntennaNets = 0
drt-initial-drc-count = 41
firstDrtPassIters = 4
vias_per_cell = 4.25

[cts]
cts-root-buf = clkbuf_8
cts_resized = 0
numCtsBuffers = 5
clk_path_buf_depth = 2
path_clk_slew_ns = 0.09
cts_hold_buf = 0
cts.sinks = 49
clock.latency.late_pin_ns = 0.31
h-tree-depth = 2
cts_tree = done
cts_setup_buffers = 0

[synth]
synthArstFlopShare_pct = 100
avgSynthCellArea_um2 = 11.3
yosys-stat-area_mm2 = 0.00308
yosys-stat-cells = 272
top_cell_area_share_pct = 39.9
syn_inst = 272
largest_area_cell = dfrtp_1
postSynthSeqShare_pct = 39.9
top_cells_by_area = dfrtp_1 (40%), fa_1 (14%), ha_1 (12%), xnor2_1 (7.4%), inv_1 (6.0%)
syn_area_mm2 = 0.00308
edf_count = 0
yosysWarnings = 1
synth-seq-cells = 49
yosys_most_used_dff = dfrtp_1
ys_types = 34

[grt]
first_global_vias = 1796
globalRouteTotalUtil_pct = 10.7
overflow = 0
grt_first_pass_wirelength_mm = 8.59
antenna_found_initial = 0
grt_max_degree = 50

[cells_and_area]
seq_area_mm2 = 0.00123
largest_reg_flops = 10
area_growth_pct = 15.7
final_util_pct = 36.1
comb_area_mm2 = 0.00164
drive_above_1_share_pct = 4.68
fillers = 939
stdcell_area_mm2 = 0.00356
finalNonFillerCells = 432

[hold_path]
hold_start = c0_reg1
hp-class = reg -> reg
hold_end = c0_reg2
min_path_cells = 0

[place]
gp_congestion = 0.824
placed_cell_area_mm2 = 0.00344
preCtsSetupSlack_ns = 2.14
numPortBuffers = 22
dp_cells = 424
place_hpwl_mm = 3.99

[job]
warnings = 32
max_cap_viol_count = 0

[floorplanning]
die_width_um = 103
io-pin-count = 23
fp-row-count = 36
die_area_mm2 = 0.0107
core_mm2 = 0.00986
floorplan.core_util_pct = 31.2
die_y_um = 103

[run_status]
outcome = completed
cells by family after synthesis:
group / Yosys count / synth area share (%)
simple gates: 30 / 4.96
flops: 49 / 39.9
buf+inv: 53 / 6.71
compound gates: 44 / 9.07
mux: 6 / 2.03
xor+xnor: 38 / 10.8
fa+ha+maj: 52 / 26.5
placed cells by master (no fill, tap or decap), drive strengths merged:
| cell | instances |
|---|---|
| inv | 50 |
| dfrtp | 49 |
| ha | 30 |
| xnor2 | 26 |
| fa | 22 |
| clkdlybuf4s50 | 21 |
| a21oi | 18 |
| xor2 | 12 |
| nor2 | 8 |
| o21ai | 8 |
| nand2 | 6 |
| nor2b | 6 |
| a21o | 6 |
| clkbuf | 5 |
| mux2i | 4 |
| nor3 | 3 |
| nand3 | 3 |
| o21a | 3 |
| o31ai | 2 |
| mux2 | 2 |
| a31oi | 2 |
| buf | 2 |
| or4 | 1 |
| or3 | 1 |
| o21bai | 1 |
| nand2b | 1 |
| nand4b | 1 |
| o221ai | 1 |
| a22o | 1 |
| o22ai | 1 |
| a2111oi | 1 |
| bufinv | 1 |
| clkinvlp | 1 |
cell usage after synthesis, types with 2 or more instances:
cell,instances
fa_1,22
nand3_1,3
xnor2_1,26
a21oi_1,18
nor2b_1,6
clkbuf_1,3
a21o_1,6
o31ai_1,2
o21ai_0,6
mux2i_1,4
inv_1,49
o21a_1,2
ha_1,30
xor2_1,12
nand2_1,6
dfrtp_1,49
o21ai_1,2
nor2_1,8
nor3_1,3
final cells by class:
class | count | area share (%)
Clock inverter | 3 | 1.37
Multi-Input combinational cell | 170 | 46.2
Inverter | 49 | 5.17
Sequential cell | 49 | 34.4
Tap cell | 133 | 4.67
Timing Repair Buffer | 23 | 6.26
Clock buffer | 5 | 1.93
metal layers:
layer  up-vias  wire length [um]  share of wire [%]  GRT usage [%]
li1        915                 -                  -              -
met1       889              2570                 51           17.2
met2        28              2280                 45           16.6
met3         6               142                2.8           1.57
met4         0                61                1.2          0.975
met5         -                 0                  0              0
worst max-delay path, delay by kind of cell, from the launching register on:
kind / cells / cell delay (ns)
xor+xnor: 6 / 1.44
simple gates: 1 / 0.09
buf+inv: 1 / 0.06
fa+ha+maj: 5 / 1.77
flops: 1 / 0.48
worst max-delay path by stage:
stage / to / start / slack [ns]
finish: q_m_n0[3] / data_in_reg[0] / 2.24
global route: q_m_n0[3] / data_in_reg[0] / 1.95
CTS: q_m_n0[3] / data_in_reg[0] / 2.22
